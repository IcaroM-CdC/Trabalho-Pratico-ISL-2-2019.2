**flow/design.v**
```verilog
module Substantivo (Clk, Reset, Pronto, Tom, Nota_A, Nota_B, Nota_C, Estado, Tom_anterior, Nota_anteriorA, Nota_anteriorB, Nota_anteriorC, Display1, Display2, Display3, Tom_input, A_input, B_input, C_input);
    input wire Pronto, Tom_input, A_input, B_input, C_input;
    input wire Clk, Reset; 
    output reg Tom, Nota_A, Nota_B, Nota_C;
    output reg Tom_anterior, Nota_anteriorA, Nota_anteriorB, Nota_anteriorC;
    output reg [2:0] Estado;
    output reg [6:0] Display1;  
    output reg [6:0] Display2;  
    output reg [6:0] Display3;  
    parameter Concreto = 2'b11;
    parameter Abstrato = 2'b10;
    parameter Nome_proprio = 2'b01;
    parameter Invalido = 2'b00; 
    always @(posedge Clk) begin
        if (Reset) begin
            Tom <= 1'b0;
            Nota_A <= 1'b0;
            Nota_B <= 1'b0;
            Nota_C <= 1'b0;
            Tom_anterior <= 1'b0;
            Nota_anteriorA <= 1'b0;
            Nota_anteriorB <= 1'b0;
            Nota_anteriorC <= 1'b0;
        end
        else begin
            if (Pronto) begin 
                Tom <= Tom_input;
                Nota_A <= A_input;
                Nota_B <= B_input;
                Nota_C <= C_input;
                Display3[6] = ~((Nota_C & ~Tom) || (Nota_A & ~Tom) || (Nota_B & ~Tom));
                Display3[5] = ~((~Nota_A && Nota_B && ~Nota_C) || (~Tom && Nota_A && ~Nota_B) | (Tom && ~Nota_B && Nota_C) || (Tom && Nota_A && Nota_C));
                Display3[4] = ~((Nota_C && ~Tom) || (~Nota_A && ~Nota_B && Nota_C) || (Nota_A && ~Nota_B && ~Nota_C));
                Display3[3] = ~((Nota_B && Tom) || (Nota_A && Tom) || (Nota_A && Nota_B && ~Nota_C));
                Display3[2] = ~((Nota_B && Nota_C) || (~Tom && ~Nota_A && Nota_B) || (Nota_A && ~Nota_B && ~Nota_C) || (Tom && Nota_A && ~Nota_B));
                Display3[1] = ~((~Nota_A && Nota_B && ~Nota_C) || (Nota_A && Nota_B && Tom) || (Nota_A && Nota_B && Nota_C) || (Nota_A && Nota_C && Nota_B) || (Nota_A && ~Nota_B && ~Nota_C && ~Tom) || (~Nota_A && ~Nota_B && Nota_C && ~Tom));
                Display3[0] = ~((~Nota_A && Nota_C) || (Nota_B && ~Nota_C) || (Tom && Nota_A && ~Nota_B)); 
                if (Nota_A == 1'b0 && Nota_B == 1'b0 && Nota_C == 1'b0) begin
                    Estado <= Invalido;
                    if (Tom_anterior == 1'b0 && Nota_anteriorA == 1'b0 && Nota_anteriorB == 1'b1 && Nota_anteriorC == 1'b1) begin
                        Estado <= Concreto;
                    end
                    if (Tom_anterior == 1'b0 && Nota_anteriorA == 1'b1 && Nota_anteriorB == 1'b0 && Nota_anteriorC == 1'b0) begin
                        Estado <= Abstrato;
                    end
                    if (Tom_anterior == 1'b0 && Nota_anteriorA == 1'b1 && Nota_anteriorB == 1'b0 && Nota_anteriorC == 1'b1) begin
                        Estado <= Nome_proprio;
                    end
                    else begin
                        Estado <= Invalido;
                    end 
                end 
                if (Tom == 1'b0 && Nota_A == 1'b0 && Nota_B == 1'b1 && Nota_C == 1'b1) begin
                    Estado <= Concreto;
                    Nota_anteriorA <= Nota_A;
                    Nota_anteriorB <= Nota_B;
                    Nota_anteriorC <= Nota_C;
                end
                if (Tom == 1'b0 && Nota_A == 1'b1 && Nota_B == 1'b0 && Nota_C == 1'b0) begin
                    Estado <= Abstrato;
                    Nota_anteriorA <= Nota_A;
                    Nota_anteriorB <= Nota_B;
                    Nota_anteriorC <= Nota_C;
                end
                if (Tom == 1'b0 && Nota_A == 1'b1 && Nota_B == 1'b0 && Nota_C == 1'b1) begin
                    Estado <= Nome_proprio;
                    Nota_anteriorA <= Nota_A;
                    Nota_anteriorB <= Nota_B;
                    Nota_anteriorC <= Nota_C;
                end
                else begin
                    Estado <= Invalido;
                    Nota_anteriorA <= Nota_A;
                    Nota_anteriorB <= Nota_B;
                    Nota_anteriorC <= Nota_C;
                end
            end 
        end
    end
    always @(Estado) begin
        if (Estado == Concreto) begin
            Display1[6] <= 1'b1;
            Display1[5] <= 1'b1;  
            Display1[4] <= 1'b1;  
            Display1[3] <= 1'b1;  
            Display1[2] <= 1'b0;  
            Display1[1] <= 1'b0;  
            Display1[0] <= 1'b1;  
            Display2[6] <= 1'b1;
            Display2[5] <= 1'b1;  
            Display2[4] <= 1'b1;  
            Display2[3] <= 1'b1;  
            Display2[2] <= 1'b0;  
            Display2[1] <= 1'b0;  
            Display2[0] <= 1'b1;
        end 
        if (Estado == Abstrato) begin
            Display1[6] <= 1'b1;
            Display1[5] <= 1'b1;  
            Display1[4] <= 1'b1;  
            Display1[3] <= 1'b1;  
            Display1[2] <= 1'b0;  
            Display1[1] <= 1'b0;  
            Display1[0] <= 1'b1;  
            Display2[6] <= 1'b1;
            Display2[5] <= 1'b1;  
            Display2[4] <= 1'b1;  
            Display2[3] <= 1'b1;  
            Display2[2] <= 1'b1;  
            Display2[1] <= 1'b1;  
            Display2[0] <= 1'b0;
        end 
        if (Estado == Nome_proprio) begin
            Display1[6] <= 1'b1;
            Display1[5] <= 1'b1;  
            Display1[4] <= 1'b1;  
            Display1[3] <= 1'b1;  
            Display1[2] <= 1'b1;  
            Display1[1] <= 1'b1;  
            Display1[0] <= 1'b0;
            Display2[6] <= 1'b1;
            Display2[5] <= 1'b1;  
            Display2[4] <= 1'b1;  
            Display2[3] <= 1'b1;  
            Display2[2] <= 1'b0;  
            Display2[1] <= 1'b0;  
            Display2[0] <= 1'b1;  
        end
        if (Estado == Invalido) begin
            Display1[6] <= 1'b1;
            Display1[5] <= 1'b1;  
            Display1[4] <= 1'b1;  
            Display1[3] <= 1'b1;  
            Display1[2] <= 1'b1;  
            Display1[1] <= 1'b1;  
            Display1[0] <= 1'b0;
            Display2[6] <= 1'b1;
            Display2[5] <= 1'b1;  
            Display2[4] <= 1'b1;  
            Display2[3] <= 1'b1;  
            Display2[2] <= 1'b1;  
            Display2[1] <= 1'b1;  
            Display2[0] <= 1'b0;
        end
    end
endmodule  
```
**flow/run.sh**
```bash
#!/bin/bash
# OpenROAD 26Q1-2900-gdf79404cd8, Yosys 0.63+post, stock flow scripts
make -C /OpenROAD-flow-scripts/flow DESIGN_CONFIG=/design/flow/config.mk WORK_HOME=/design/flow/orfs finish
```
**flow/config.mk**
```make
export PLATFORM = sky130hd
export DESIGN_NAME = Substantivo
export DESIGN_NICKNAME = Substantivo
export VERILOG_FILES = /design/flow/design.v
export SDC_FILE = /design/flow/constraint.sdc
export NUM_CORES = 4
export LEC_CHECK = 1
export CORE_AREA = 10 10 89 89
export DIE_AREA = 0 0 99 99
```
**flow/constraint.sdc**
```tcl
current_design Substantivo

set clk_period 1.7
set clk_io_pct 0.2

create_clock -name clk0 -period $clk_period [get_ports {Clk}]

set non_clock_inputs [all_inputs -no_clocks]
set_input_delay [expr $clk_period * $clk_io_pct] -clock clk0 $non_clock_inputs
set_output_delay [expr $clk_period * $clk_io_pct] -clock clk0 [all_outputs]
```
==> summary.txt <==
fresh numbers from the pnr run: status complete, no violations, worst min-delay path class register to register, CP max stage delay 0.46 ns, largest net degree at the start of global routing 16, Final min period 1.55 ns, Avg Inst Size Synth 10.6 µm², Final Hold Vio Count 0, Worst Clk Skew 0.00443 ns, Rows 28, TritonCTS Buffers 3, yosys stat area 803 µm², Largest type area fraction 29.9%, RSZ-0062 raised after global routing no, most used flip-flop cell edfxtp_1, DP HPWL 1.47 mm, clk slew on worst S/H paths 0.06 ns, count leader, synth buf_4, Req. time, crit path 1.36 ns, count of pins over their slew limit 0, share of layout cells above drive strength 1 17.2%, Hold Buf Count CTS 0, routed via count 521, Syn Inst Count 76, Log Warnings 25, All-Layer GR Usage 3.34%, Ports 39, Final Cycle Share 90.9%, async set-reset flop share out of synthesis 0%, Area Overhead vs Synth 37.9%, Post-synth EDFFs 8, Die Size 9800 µm², slowest cell on the critical path clkdlybuf4s50_1, initial antenna violation count 0, Synth cell types 27, CTS root buf clkbuf_8, register area share after synthesis 47.4%, IO buf count 24, core area 5990 µm², final wirelength 1.80 mm, final antenna-violating net count 0, most frequent cells after synthesis buf_4 (16), edfxtp_1 (8), nor2_1 (8), Largest register FFs 7, Die Height 99 µm, fin cells 174, TritonRoute pass-1 iters 3, cell area power density 744 nW/µm², FP Core Util 13.4%, fmax 647 MHz, Crit Path Max Fanout 3, Startpoint Class register, # Cells Yosys 76, top cell type by total area after synthesis edfxtp_1, drt wl/cell 10.3 µm, Via-to-Cell Ratio 2.99, Initial DRC Count 20, Setup TNS 0 ns, Top area cell types edfxtp_1 (30%), dfxtp_1 (17%), buf_4 (15%), mux2i_1 (8.7%), nor2_1 (3.7%), Inserted Diodes 0, Critical path buffers and inverters 2, Post-route DRC 0, grt ovf 0, chip width 99 µm, Clock Sinks 15, first-pass GRT wire length 2.66 mm, Synth Cell Area 803 µm², crit path kind register to output pin, Placer Congestion 0.786, dpl cells 170, Clock Path Buffers 2, Max-Cap Viols 0, htree depth 1, Synth flops 15, arrival time worst endpoint 1.21 ns, Final Setup Violations 0, VDD IR max 0.392 mV, clk latency of the worst-skew pair 0.25 ns, CP top delay family buffers and inverters, Leakage 0.000420 µW, CTS tree done, number of global-route vias before repair 541, Worst setup EP type output pin, WHS 0.503 ns, Synth Warn # 1, CP cell instances inv_1 -> clkdlybuf4s50_1
layout make-up:
cell class / count / area (µm²)
inverters: 1 / 3.75
repair buffers: 29 / 278
well taps: 75 / 93.8
multi-input cells: 50 / 303
fillers: 658 / 4880
flip-flops and latches: 15 / 383
clock inverters: 1 / 5.00
clock buffers: 3 / 41.3
logic make-up (layout without fill, tap and decap cells):
logic type | after synthesis | after routing | share of synthesized area [%]
AND/OR/NAND/NOR | 18 | 18 | 13.2
AND-OR/OR-AND | 11 | 11 | 9.19
buffers and inverters | 23 | 34 | 20.6
multiplexers | 7 | 7 | 8.72
other | 2 | 14 | 0.935
flip-flops | 15 | 15 | 47.4
metrics by stage:
stage,cell area (µm²),total power [µW],util [%],setup WS (ns)
3_3_place_gp,1060,553,17.7,0.277
2_1_floorplan,848,507,-,0.334
6_report,1110,823,18.5,0.154
3_5_place_dp,1060,552,17.7,0.265
5_1_grt,1110,861,18.5,0.0530
4_1_cts,1100,836,18.4,0.0114
report_power, final:
| part | switching, µW | leakage (µW) | internal, µW |
|---|---|---|---|
| Clock | 120 | 0.0000255 | 162 |
| Sequential | 13.8 | 0.000128 | 404 |
| Combinational | 45.2 | 0.000267 | 78.4 |
| Total | 179 | 0.000420 | 644 |
layer usage:
layer	GRT usage, %	up-vias	part of all wire, %
li1	-	271	-
met1	4.86	218	54
met2	4.06	30	34
met3	2.26	2	12
met4	0.221	0	0.33
met5	0	-	0
worst register-to-register path: stages, from the launching register on:
cell and delay, ns:
dfxtp_2 0.44, nand2b_4 0.19, a21boi_2 0.05, or3_1 0.33
final timing paths:
kind	startpoint	endpoint	slack, ns	depth (start not counted)
worst max register to register	Nota_A$_SDFFE_PP0P_	Display3[1]$_DFFE_PP_	0.42	3
worst min-delay path	Nota_anteriorA$_SDFFE_PP0P_	Nota_anteriorA$_SDFFE_PP0P_	0.50	2
worst min register to register	Nota_anteriorA$_SDFFE_PP0P_	Nota_anteriorA$_SDFFE_PP0P_	0.50	2
worst max-delay path	Estado[0]$_DFFE_PP_	Display2[2]	0.15	2
placed cells by master, fill, tap and decap left out:
cell type and instances:
clkdlybuf4s50_1 24, conb_1 14, edfxtp_1 8, nor2_1 8, mux2i_1 7, dfxtp_1 5
buf_4 5, clkbuf_8 3, dfxtp_2 2, nand2b_4 2, o22ai_1 2, o21ai_0 2
a21oi_1 2, nor3b_1 1, nor3_1 1, or2_2 1, a31oi_1 1, nand2_1 1
o21a_1 1, a21o_2 1, a21boi_2 1, nand2b_2 1, o31ai_1 1, or3_1 1
nand3_1 1, nor2b_1 1, inv_1 1, clkinv_2 1
what timing repair did:
action,CTS,global route
setup buffers,0,0
setup endpoints to repair,0,2
gates resized,0,2
Power and IR drop assume default switching activity.
